==> flow/config.mk <==
export PLATFORM = sky130hd
export DESIGN_NAME = DT
export DESIGN_NICKNAME = DT
export VERILOG_FILES = /design/flow/design.v
export SDC_FILE = /design/flow/constraint.sdc
export NUM_CORES = 4
export LEC_CHECK = 1
export CORE_UTILIZATION = 30
==> flow/design.v <==
module DT(
	input 					clk, 
	input					reset,
	output	reg				done ,
	output	reg				sti_rd ,
	output	reg 	[9:0]	sti_addr ,
	input			[15:0]	sti_di,
	output	reg				res_wr ,
	output	reg				res_rd ,
	output	reg 	[13:0]	res_addr ,
	output	reg 	[7:0]	res_do,
	input			[7:0]	res_di
	);
reg [2:0] find_min_ctr;							 
reg [3:0] bit_ptr;								 
reg [3:0] STATE_NOW;
reg [3:0] STATE_NEXT;
reg [7:0] data_min;
wire read_ready;
wire write_ready;
parameter INIT = 4'd0;
parameter ROM_READ = 4'd1;
parameter RAM_WRITE = 4'd2;
parameter WRITE_END = 4'd3;
parameter READ_F = 4'd4;
parameter MIN_F = 4'd5;
parameter WRITE_F = 4'd6;
parameter FOWARD_END = 4'd7;
parameter READ_B = 4'd8;
parameter MIN_B = 4'd9;
parameter WRITE_B = 4'd10;
parameter COMPLETE = 4'd11;
always@(posedge clk or negedge reset)
begin
	if(!reset) STATE_NOW <= INIT;
	else STATE_NOW <= STATE_NEXT;
end
always@(*)
begin
	case(STATE_NOW)
	INIT:
	begin
		STATE_NEXT = ROM_READ;
	end
	ROM_READ: 
	begin
		STATE_NEXT = RAM_WRITE;
	end
	RAM_WRITE:
	begin
		if(bit_ptr == 4'd15)
		begin
			if(res_addr == 14'd16383) STATE_NEXT = WRITE_END;
			else STATE_NEXT = ROM_READ;
		end
		else STATE_NEXT = RAM_WRITE;
	end
	WRITE_END: 
	begin
		STATE_NEXT = READ_F;
	end
	READ_F:
	begin
		if(res_di) STATE_NEXT = MIN_F;
		else
		begin
			if(res_addr == 14'd16254) STATE_NEXT = FOWARD_END;
			else STATE_NEXT = READ_F;
		end 
	end
	MIN_F:
	begin
		if(find_min_ctr == 4'd5) STATE_NEXT = WRITE_F;
		else STATE_NEXT = MIN_F;
	end
	WRITE_F:
	begin
		if(res_addr == 14'd16254) STATE_NEXT = FOWARD_END;
		else STATE_NEXT = READ_F;
	end
	FOWARD_END:
	begin
		STATE_NEXT = READ_B;
	end
	READ_B:
	begin
		if(res_di) STATE_NEXT = MIN_B;
		else
		begin
			if(res_addr == 14'd128) STATE_NEXT = COMPLETE;
			else STATE_NEXT = READ_B;
		end
	end
	MIN_B:
	begin
		if(find_min_ctr == 4'd5) STATE_NEXT = WRITE_B;
		else STATE_NEXT = MIN_B;
	end
	WRITE_B:
	begin
		if(res_addr == 14'd129) STATE_NEXT = COMPLETE;
		else STATE_NEXT = READ_B;
	end
	COMPLETE:
	begin
		STATE_NEXT = COMPLETE;
	end
	default: STATE_NEXT = INIT;
	endcase
end
always@(posedge clk or negedge reset)
begin
	if(!reset) sti_rd <= 1'd0;
	else if(STATE_NEXT == ROM_READ) sti_rd <= 1'd1;
	else sti_rd <= 1'd0;
end
assign read_ready = (STATE_NEXT == READ_F || STATE_NEXT == MIN_F ||
					STATE_NEXT == READ_B || STATE_NEXT == MIN_B);
assign write_ready = (STATE_NEXT == RAM_WRITE || STATE_NEXT == WRITE_F ||
					STATE_NEXT == WRITE_B);
always@(posedge clk or negedge reset)
begin
	if(!reset) res_rd <= 1'd0;
	else res_rd <= (read_ready);
end
always@(posedge clk or negedge reset)
begin
	if(!reset) res_wr <= 1'd0;
	else res_wr <= (write_ready);
end
always@(posedge clk or negedge reset)
begin
	if(!reset) sti_addr <= 10'd0;
	else if(STATE_NOW == ROM_READ) sti_addr <= sti_addr + 1'd1;
end
always@(posedge clk or negedge reset)
begin
	if(!reset) bit_ptr <= 4'd0;
	else if(STATE_NEXT == ROM_READ) bit_ptr <= 4'd15;
	else if(STATE_NOW == RAM_WRITE || STATE_NEXT == RAM_WRITE)
		bit_ptr <= bit_ptr - 4'd1;
end
always@(posedge clk or negedge reset)
begin
	if(!reset) find_min_ctr <= 3'd0;
	else if(STATE_NEXT == MIN_F || STATE_NEXT == MIN_B)
		find_min_ctr <= find_min_ctr + 4'd1;
	else if(STATE_NEXT == WRITE_F || STATE_NEXT == WRITE_B)
		find_min_ctr <= 4'd0;
end
always@(posedge clk or negedge reset)
begin
	if(!reset) res_addr <= 14'd16383;
	else if(STATE_NEXT == RAM_WRITE) res_addr <= res_addr + 14'd1;
	else if(STATE_NOW == WRITE_END) res_addr <= 14'd128;
	else if(STATE_NOW == FOWARD_END) res_addr <= 14'd16255;
	else if(STATE_NEXT == MIN_F || STATE_NOW == MIN_F)
	begin
		case(find_min_ctr)
		4'd0: res_addr <= res_addr - 14'd129;
		4'd1: res_addr <= res_addr + 14'd1;
		4'd2: res_addr <= res_addr + 14'd1;
		4'd3: res_addr <= res_addr + 14'd126;
		4'd4: res_addr <= res_addr + 14'd1;
		endcase
	end
	else if(STATE_NEXT == MIN_B || STATE_NOW == MIN_B)
	begin
		case(find_min_ctr)
		4'd0: res_addr <= res_addr + 14'd129;
		4'd1: res_addr <= res_addr - 14'd1;
		4'd2: res_addr <= res_addr - 14'd1;
		4'd3: res_addr <= res_addr - 14'd126;
		4'd4: res_addr <= res_addr - 14'd1;
		endcase
	end
	else if(STATE_NOW == READ_F || STATE_NOW == WRITE_F)
		res_addr <= res_addr + 14'd1;
	else if(STATE_NOW == READ_B || STATE_NOW == WRITE_B) 
		res_addr <= res_addr - 14'd1;
end
always@(posedge clk or negedge reset)
begin
	if(!reset) done <= 1'd0;
	else if(STATE_NOW == COMPLETE) done <= 1'd1;
end
always@(posedge clk or negedge reset)
begin
	if(!reset) data_min <= 8'd0;
	else if(STATE_NOW == MIN_F)
	begin
		if(find_min_ctr == 4'd1)  data_min <= res_di;
		else if(res_di < data_min) data_min <= res_di; 
	end
	else if(STATE_NOW == READ_B) data_min <= res_di;
	else if(STATE_NOW == MIN_B)
	begin
		if(res_di < (data_min - 1'd1)) data_min <= (res_di + 1'd1);
	end
end
always@(posedge clk or negedge reset)
begin
	if(!reset) res_do <= 8'd0;
	else if(STATE_NEXT == RAM_WRITE) res_do <= sti_di[bit_ptr];
	else if(STATE_NEXT == WRITE_F) res_do <= data_min + 8'd1;
	else if(STATE_NEXT == WRITE_B) res_do <= data_min;
end
endmodule
==> flow/constraint.sdc <==
current_design DT

set clk_period 6.0
set clk_io_pct 0.2

create_clock -name clk0 -period $clk_period [get_ports {clk}]

set non_clock_inputs [all_inputs -no_clocks]
set_input_delay [expr $clk_period * $clk_io_pct] -clock clk0 $non_clock_inputs
set_output_delay [expr $clk_period * $clk_io_pct] -clock clk0 [all_outputs]
==> flow/run.sh <==
#!/bin/bash
# OpenROAD 26Q1-2900-gdf79404cd8, Yosys 0.63+post, stock flow scripts
make -C /OpenROAD-flow-scripts/flow DESIGN_CONFIG=/design/flow/config.mk WORK_HOME=/design/flow/orfs finish
==> flow_metrics.tcl <==
# implementation run metrics
set metrics [dict create \
    start_kind "primary input" \
    yosysWarnings 1 \
    crit_type "primary input to register" \
    skew_ns 0.005289 \
    diodes 0 \
    pin_count 62 \
    slew_viol_final 0 \
    layout-drive-gt1-share 0.09355 \
    routed_wl_um 18760 \
    status "finished clean" \
    track_usage 0.1900 \
    dr.pass1.iters 6 \
    rsz0062_at_grt "no" \
    setup.worst_path.end_class "register" \
    p_total_mw 2.859 \
    fin_crit_sh 0.7163 \
    async_flop_share 1.000 \
    port-buffer-count 61 \
    powerDensity_nw_per_um2 397.7 \
    wl_met3_um 1473 \
    grt_pass1_wl_um 30440 \
    fp.dieArea_um2 20930 \
    seq_area_frac_synth 0.2613 \
    core_area_um2 19720 \
    yosysCellCount 759 \
    peakVddDrop_uv 140.0 \
    worstRegToRegCells 9 \
    edf_count 0 \
    grt_pass1_vias 5490 \
    ff_type "dfrtp_1" \
    wl_met1_um 8921 \
    drc 0 \
    critPathMaxFanout 13 \
    hold_buffers 0 \
    dpl.hpwl_um 12980 \
    cts_root_buf "clkbuf_16" \
    leakage_nw 2.801 \
    die_width_um 144.7 \
    whs_path_depth 1 \
    layout_min_cycle_time_ns 4.298 \
    max_freq_mhz 232.7 \
    wl_met2_um 7942 \
    finalHoldViolCount 0 \
    synthToLayoutAreaGrowth_pct 17.73 \
    finalWeightedCongestion 0.9309 \
    setup_violations 0 \
    critPathRequiredTime_ns 6.27 \
    fillers 1989 \
    avgViaCountPerCell 5.627 \
    ys_types 77 \
    fin_setup_tns_ns 0 \
    grt_max_degree 35 \
    drtAntennaViolNets 0 \
    grt.overflow.total 0 \
    hold_path.class "register to register" \
    slew_headroom 0.3631 \
    ys_chip_area_um2 6106 \
    routedWlPerCell_um 17.77 \
    postCtsSetupBuffers 0 \
    fp_util 0.3097 \
    syn_area_um2 6106 \
    antenna_found_initial 0 \
    clk_latency_ns 0.34 \
    ys.flops 63 \
    cts.clk_slew.worst_paths_ns 0.05 \
    via_count 5942 \
    cts_max_path_buffers 2 \
    syn_inst 759 \
    cts_buffers 9 \
    cts.sinks 63 \
    cts_tree "built" \
    synth_area_per_cell_um2 8.045 \
    fp.dieH_um 144.7 \
    top_layer_used "met4" \
    drt_iter0_markers 640 \
    postCtsResizedCells 0 \
    max_cap_violations 0 \
    tightest_slew_ns 0.9312 \
    cp.arrival_ns 4.57 \
    row_count 51 \
    h-tree-depth 3 \
    tool_warnings 37 \
]
synth_stat cells, types with 16 or more instances:
| library cell | instances | area [µm²] |
|---|---|---|
| o21ai_0 | 45 | 225.2 |
| nor3_1 | 18 | 90.09 |
| nand2_1 | 73 | 274.0 |
| xnor2_1 | 44 | 385.4 |
| o211ai_1 | 16 | 120.1 |
| dfrtp_1 | 48 | 1201 |
| mux2i_1 | 16 | 160.2 |
| clkbuf_1 | 46 | 172.7 |
| inv_1 | 28 | 105.1 |
| nand3_1 | 38 | 190.2 |
| xor2_1 | 18 | 157.7 |
| a21oi_1 | 36 | 180.2 |
| nor2_1 | 64 | 240.2 |
| ha_1 | 34 | 425.4 |
worst max-delay path: stages:
cell	delay, ns
clkdlybuf4s50_1	0.59
inv_1	0.07
ha_1	0.17
nor4b_2	0.19
a21oi_1	0.32
a2bb2oi_1	0.48
a311o_1	0.36
a32oi_4	0.19
nor2_2	0.60
nor2_1	0.11
o221a_2	0.29
worst paths after layout:
| check | slack [ns] | to | from |
|---|---|---|---|
| min in group asynchronous | 0.92 | data_min[6]$_DFFE_PN0P_ | reset |
| worst min register to register | 0.46 | done$_DFFE_PN0P_ | done$_DFFE_PN0P_ |
| max in group asynchronous | 4.15 | res_wr$_DFF_PN0_ | reset |
| worst max register to register | 1.94 | res_addr[4]$_DFFE_PN1P_ | res_addr[0]$_DFFE_PN1P_ |
| worst max-delay path | 1.70 | res_addr[13]$_DFFE_PN1P_ | res_di[1] |
| worst min-delay path | 0.46 | done$_DFFE_PN0P_ | done$_DFFE_PN0P_ |
where the power goes:
part	switching, mW	internal (mW)
clock	0.206	0.292
sequential	0.364	0.584
combinational	0.667	0.746
total	1.24	1.62
placed cells by master, fill, tap and decap left out, types with 6 or more instances in the layout:
cell type	instances
clkbuf_16	9
o21a_1	8
clkdlybuf4s50_1	60
nand3_1	38
nor4_1	11
a221o_1	6
nand2_1	73
nor3_1	18
o21ai_1	8
o221ai_1	7
or3_1	11
o211ai_1	16
buf_4	12
nand2b_1	6
mux2i_1	16
and2_1	8
ha_1	34
a21oi_1	36
o21ai_0	45
inv_1	28
xor2_1	18
xnor2_1	44
a211oi_1	7
nor2_1	64
a221oi_1	11
a21o_1	8
dfstp_2	15
and3_1	10
nand4_1	9
dfrtp_1	48
layout make-up:
class                           instances  area (µm²)  share of cell area
Clock buffer                           10       239.0             0.03325
Inverter                               29       108.9             0.01514
Sequential cell                        63        1595              0.2219
Timing Repair Buffer                   73       695.7             0.09678
Clock inverter                          6       43.79            0.006092
Tap cell                              265       331.6             0.04613
Multi-Input combinational cell        610        4174              0.5807
kinds of logic (layout without fill, tap and decap cells):
group | after synthesis | after routing | synth area share
flops | 63 | 63 | 0.2613
compound gates | 222 | 222 | 0.2580
mux | 24 | 24 | 0.05020
fa+ha+maj | 34 | 34 | 0.06967
buf+inv | 86 | 118 | 0.05615
xor+xnor | 62 | 62 | 0.08893
other cells | 1 | 1 | 0.0006142
simple gates | 267 | 267 | 0.2152
per-stage QoR:
step | hold WS, ns | utilization | area, µm² | worst slack, ns | std cells
finish | 0.4609 | 0.3646 | 7188 | 1.702 | 1056
global route | 0.5079 | 0.3646 | 7188 | 1.555 | 1056
CTS | 0.4664 | 0.3646 | 7188 | 1.769 | 1056
detailed placement | 0.4538 | 0.3502 | 6905 | 1.396 | 1040
global placement | 0.4502 | 0.3502 | 6905 | 1.499 | 1040
floorplan | 0.4103 | - | 6106 | 2.619 | 759
per-layer routing:
layer,track usage,up-vias
li1,-,2871
met1,0.2869,2800
met2,0.2745,238
met3,0.04590,33
met4,0.04488,0
met5,0,-
registers in the layout, indices dropped and copies added (netlist names):
name	cells
STATE_NOW	12
res_do	8
sti_rd	1
done	1
res_addr	14
find_min_ctr	3
res_rd	1
res_wr	1
data_min	8
bit_ptr	4
sti_addr	10
No activity file was given, so power comes from the tool's default toggle rates.
